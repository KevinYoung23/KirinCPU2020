### flow/run.sh
#!/bin/bash
# OpenROAD 26Q1-2900-gdf79404cd8, Yosys 0.63+post, stock flow scripts
make -C /OpenROAD-flow-scripts/flow DESIGN_CONFIG=/design/flow/config.mk WORK_HOME=/design/flow/orfs finish
### flow/config.mk
export PLATFORM = sky130hd
export DESIGN_NAME = decoder
export DESIGN_NICKNAME = decoder
export VERILOG_FILES = /design/flow/design.v
export SDC_FILE = /design/flow/constraint.sdc
export NUM_CORES = 4
export LEC_CHECK = 1
export CORE_AREA = 10 10 70 70
export DIE_AREA = 0 0 80 80
### flow/constraint.sdc
current_design decoder

set clk_period 2.0
set clk_io_pct 0.2

create_clock -name clk0 -period $clk_period

set non_clock_inputs [all_inputs -no_clocks]
set_input_delay [expr $clk_period * $clk_io_pct] -clock clk0 $non_clock_inputs
set_output_delay [expr $clk_period * $clk_io_pct] -clock clk0 [all_outputs]
### flow/design.v
module decoder(
    input [3:0] op,
    input fetch,
    input exec1,
    input exec2,
    input EQ,
    input MI,
	 input FIB_Ready,
	 input LCG_Ready,
    input LKL_Ready,
	 input count_en,
    output Extra,
    output Reset,
	 output Loop,
    output [11:0] control_port,
	 output LCG_sig,
	 output LKL_sig
);
wire LDA, STA, ADD, SUB, JMP, JMI, JEQ, STP, LDI, LSR, LSL, FIB, LCG, LKL;
assign LDA = ~op[3] & ~op[2] & ~op[1] & ~op[0];
assign STA = ~op[3] & ~op[2] & ~op[1] &  op[0];
assign ADD = ~op[3] & ~op[2] &  op[1] & ~op[0];
assign SUB = ~op[3] & ~op[2] &  op[1] &  op[0];
assign JMP = ~op[3] &  op[2] & ~op[1] & ~op[0];
assign JMI = ~op[3] &  op[2] & ~op[1] &  op[0];
assign JEQ = ~op[3] &  op[2] &  op[1] & ~op[0];
assign STP = ~op[3] &  op[2] &  op[1] &  op[0];
assign LDI =  op[3] & ~op[2] & ~op[1] & ~op[0];
assign LSL =  op[3] & ~op[2] & ~op[1] &  op[0];
assign LSR =  op[3] & ~op[2] &  op[1] & ~op[0];
assign FIB =  op[3] & ~op[2] &  op[1] &  op[0];
assign LCG =  op[3] &  op[2] & ~op[1] & ~op[0];
assign LKL =  op[3] &  op[2] & ~op[1] &  op[0];
assign Extra = LDA & exec1 | ADD & exec1 | SUB & exec1 | FIB & exec1 | LKL & exec1;
assign Reset = ~(FIB & exec1);
assign Loop = FIB & exec1 & ~FIB_Ready | LCG & exec1 & ~LCG_Ready | LKL & exec1 & ~LKL_Ready;
assign LCG_sig = LCG & exec1;
assign LKL_sig = LKL & exec1;
assign control_port[0] = STA & exec1 | FIB & exec2 & Reset;
assign control_port[1] = exec1 & ~count_en;
assign control_port[2] = LDA & exec2 | STA & exec1 | ADD & exec2 | SUB & exec2 | JMI & ~MI & exec1 | JEQ & ~EQ & exec1 | LDI & exec1 | LSR & exec1 | FIB & exec2 | LCG & exec1 & LCG_Ready | LKL & exec2;
assign control_port[3] = JMP & exec1 | JMI & MI & exec1 | JEQ & EQ & exec1;
assign control_port[4] = ADD & exec2 | LSL & exec1;
assign control_port[5] = LDA & exec2 | ADD & exec2 | SUB & exec2 | LDI & exec1 | LSR & exec1 | LKL & exec2 | LSL & exec1;
assign control_port[6] = 0;  
assign control_port[7] = LDA & exec2 | ADD & exec2 | SUB & exec2 | LDI & exec1 | LKL & exec2 | LSL & exec1;
assign control_port[8] = LDA & exec1 | STA & exec1 | ADD & exec1 | SUB & exec1 | JMP & exec1 | JEQ & EQ & exec1 | JMI & MI & exec1 | LKL & exec1;
assign control_port[9] = LSL & exec1;
assign control_port[10] = LDA & exec2 | LDI & exec1;
assign control_port[11] = LDA & exec2;
endmodule
==> impl_metrics.sql <==
-- metrics for the results database
INSERT INTO impl_metrics (metric_group, metric, value, unit) VALUES
('run_status', 'status', 'complete, no violations', ''),
('logic_synthesis', 'ys_chip_area', '363', 'um2'),
('run', 'stage_log_warnings', '33', ''),
('drt', 'drt_iter0_drc', '33', ''),
('floorplan', 'pin_count', '30', ''),
('logic_synthesis', 'postSynthAreaPerCell', '6.05', 'um2'),
('cells_and_area', 'layout-area-overhead-vs-synth', '156', '%'),
('power', 'p_comb_frac', '1.000', ''),
('drt', 'detail_route.antenna_diodes', '0', ''),
('placement', 'gp_congestion', '0.911', ''),
('grt', 'number_of_global_route_vias_before_repair', '633', ''),
('grt', 'gr-usage-met1', '0.0765', ''),
('cells_and_area', 'numSequentialCells', '0', ''),
('floorplan', 'die.size.y', '80', 'um'),
('placement', 'place.detailed.instances', '147', ''),
('grt', 'globalRoute.busiestLayer', 'met2', ''),
('power', 'power.net_switching', '0.0000636', 'W'),
('floorplan', 'placeableCoreArea', '3420', 'um2'),
('critical_path', 'timing.setup.critical_path_class', 'primary input to output pin', ''),
('logic_synthesis', 'instance_count_of_the_mapped_netlist', '60', ''),
('floorplan', 'chipArea', '6400', 'um2'),
('cells_and_area', 'post_layout_cell_count', '155', ''),
('logic_synthesis', 'syn_area', '363', 'um2'),
('cells_and_area', 'num-fill-cells', '369', ''),
('cells_and_area', 'final_util', '0.271', ''),
('drt', 'drc_errors', '0', ''),
('drt', 'via_per_inst', '4.19', ''),
('grt', 'grt_resource_usage_total', '0.0550', ''),
('critical_path', 'critical_path.endpoint_type', 'output pin', ''),
('floorplan', 'fp.dieW', '80', 'um'),
('final_timing', 'rsz0062_at_grt', 'no', ''),
('drt', 'wirelength', '1900', 'um'),
('final_timing', 'report.final.setup_viol', '0', ''),
('placement', 'dp_slack', '-0.571', 'ns'),
('grt', 'grt_antenna_before_repair', '0', ''),
('power', 'part_of_the_power_in_the_clock_network', '0', ''),
('critical_path', 'critical_path.startpoint_type', 'primary input', ''),
('critical_path', 'timing.critical_path.arrival', '1.56', 'ns'),
('final_timing', 'timing.final.ws_setup', '0.0444', 'ns'),
('critical_path', 'required', '1.60', 'ns'),
('run', 'max_cap_viol_count', '0', ''),
('final_timing', 'max_clock_freq', '511', 'MHz'),
('final_timing', 'report.final.hold_viol_count', '0', ''),
('power', 'power.share.sequential', '0', ''),
('power', 'power.density_cell_area', '165', 'nW/um2'),
('grt', 'grt_util_met3', '0.0182', ''),
('grt', 'use_met2', '0.0827', ''),
('grt', 'grt_first_pass_wirelength', '2960', 'um'),
('grt', 'total_global_routing_overflow', '0', ''),
('drt', 'number_of_nets_with_antenna_violations_after_detailed_routing', '0', ''),
('logic_synthesis', 'ys_seq_share', '0', ''),
('placement', 'place_area', '802', 'um2'),
('final_timing', 'maxSlewViolCount', '0', ''),
('power', 'power.internal', '0.0000899', 'W'),
('power', 'p_leak', '0.480', 'nW'),
('final_timing', 'min_period', '1.96', 'ns'),
('critical_path', 'critical_path_peak_fanout', '5', ''),
('cells_and_area', 'stdcell_area', '927', 'um2'),
('cells_and_area', 'nClkBuffers', '0', ''),
('grt', 'grt_max_degree', '11', ''),
('final_timing', 'min_period_over_period', '0.978', ''),
('drt', 'via_count', '650', ''),
('placement', 'buffer_ports.inserted', '28', ''),
('drt', 'drt_pre_antenna_iters', '4', ''),
('drt', 'avgRoutedWirePerCell', '12.3', 'um'),
('hold_path', 'hold_path.class', 'primary input to output pin', ''),
('floorplan', 'fp_util', '0.106', ''),
('floorplan', 'placement_rows', '21', ''),
('logic_synthesis', 'synth_cell_types', '30', ''),
('logic_synthesis', 'synth-warning-count', '0', ''),
('placement', 'hpwl', '1410', 'um'),
('cells_and_area', 'register_area', '0', 'um2'),
('power', 'ir_worst_vdd', '0.0441', 'mV'),
('cells_and_area', 'drive_above_1_share', '0.468', ''),
('logic_synthesis', 'synth.yosys.num_cells', '60', ''),
('power', 'net_sw_frac', '0.414', '');
layer usage:
metal	share of wire	wire length, um
met5	0	0
met3	0.11	204
met1	0.46	870
met4	0	0
met2	0.44	828
cells in the final DEF, fill, tap and decap left out, drive strengths merged, types with 2 or more instances in the layout:
cell           instances
dlymetal6s2s           3
nand2b                 6
and3                   3
nor2                   5
clkdlybuf4s15          3
a21oi                  2
inv                    4
clkdlybuf4s50          7
o21ai                  6
buf                   31
nand3                  3
nand2                  5
dlygate4sd2           10
nor3                   3
power groups by stage:
stage	registers [W]	clock network [W]	logic [W]
after CTS	0	0	0.000151
after global routing	0	0	0.000168
final	0	0	0.000153
path summary, 6_finish.rpt:
kind | from | to | slack [ns] | depth (start not counted)
worst max-delay path | op[1] | LKL_sig | 0.04 | 7
worst min-delay path | op[3] | Reset | 1.27 | 4
Yosys cell counts, types with 2 or more instances:
cell type	count	area, um2
a21oi_1	2	10.0
nand2b_1	6	37.5
nor2_1	5	18.8
buf_2	3	15.0
o21ai_0	6	30.0
and3_1	3	18.8
nor3_1	3	15.0
buf_4	2	15.0
nand2_1	4	15.0
nand3_1	3	15.0
inv_1	4	15.0
area by class of cell:
type | instances | area, um2 | share of cell area
repair buffers | 55 | 473 | 0.510
multi-input cells | 50 | 382 | 0.412
well taps | 46 | 57.6 | 0.0621
inverters | 4 | 15.0 | 0.0162
kinds of logic after synthesis:
kind of cell | Yosys count | share of synthesized area
buffers and inverters | 10 | 0.155
other | 1 | 0.0103
AND/OR/NAND/NOR | 31 | 0.479
AND-OR/OR-AND | 18 | 0.355
worst max-delay path, cell delays in order:
cell,delay (ns)
buf_4,0.12
buf_6,0.12
and2b_1,0.23
buf_6,0.12
nand2b_4,0.06
inv_1,0.05
clkdlybuf4s50_1,0.45
metrics by stage:
stage / power, W / TNS (ns) / hold slack (ns)
floorplan: 0.0000471 / 0 / 0.810
global placement: 0.000132 / -6.75 / 1.69
detailed placement: 0.000132 / -6.80 / 1.69
CTS: 0.000151 / 0 / 1.39
global route: 0.000168 / 0 / 1.31
finish: 0.000153 / 0 / 1.27
timing repair:
item	4_1_cts	5_1_grt
hold buffers	0	0
cloned	2	0
endpoints found under the setup margin	16	7
gates resized	57	10
setup buffers	6	0
pin swaps	8	4
No activity file was given, so power comes from the tool's default toggle rates.
