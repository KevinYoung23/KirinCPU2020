--- flow/design.v ---
module LCG(
    input CLK,
    input LCG_sig, 
	 input [11:0] number,
    output reg [15:0] sum,
	 output reg Ready
);
localparam [15:0] x0 = 2633;
localparam [15:0] a = 3;
localparam [15:0] b = 3;
reg [15:0] tmpN;
reg [15:0] tmpS;
reg [15:0] tmp; 
reg [1:0] counter;
reg [8:0] i;
initial 
begin
    tmpN <= x0;
    tmpS <= 16'b0;
    counter = 0; 
end
always@(posedge CLK)
begin
	tmp = (counter == a) ? tmpN : tmp + tmpN; 
	counter = (counter == a) ? 1 : counter + 1;
	if(counter == a)
	begin
		tmpN <=  LCG_sig ? tmp + b : 0;
	   tmpS <= LCG_sig ? tmpS + tmpN : 0;
		i <= (LCG_sig) ? (i==number-1) ? i : i + 1 : 0;
	   Ready <= (i == number-1) ? 1 : 0;
		sum <= tmpS;
	end
end
endmodule
--- flow/run.sh ---
#!/bin/bash
# OpenROAD 26Q1-2900-gdf79404cd8, Yosys 0.63+post, stock flow scripts
make -C /OpenROAD-flow-scripts/flow DESIGN_CONFIG=/design/flow/config.mk WORK_HOME=/design/flow/orfs finish
--- flow/config.mk ---
export PLATFORM = sky130hd
export DESIGN_NAME = LCG
export DESIGN_NICKNAME = LCG
export VERILOG_FILES = /design/flow/design.v
export SDC_FILE = /design/flow/constraint.sdc
export NUM_CORES = 4
export LEC_CHECK = 1
export CORE_UTILIZATION = 50
--- flow/constraint.sdc ---
current_design LCG

set clk_period 7.6
set clk_io_pct 0.2

create_clock -name clk0 -period $clk_period [get_ports {CLK}]

set non_clock_inputs [all_inputs -no_clocks]
set_input_delay [expr $clk_period * $clk_io_pct] -clock clk0 $non_clock_inputs
set_output_delay [expr $clk_period * $clk_io_pct] -clock clk0 [all_outputs]
==> run notes <==
flow finished, numbers: status=finished clean, root buffer cell=clkbuf_8, initial antenna violation count=0, synthesized instance count=474, most common logic cell in the routed design=edfxtp_1, Total GRT Usage=19.63%, crit path max-delay cell type=a2111oi_0, largest net degree at the start of global routing=51, Worst-Margin Slew=0.7389 ns, HPWL after detailed placement=6664 µm, Final Skew=0.01583 ns, Post-synth EDFFs=58, synthesized area=0.004880 mm², number of DRC markers in iteration 0=109, post-CTS setup buffers=0, top cells, area=edfxtp_1 36%, ha_1 9.2%, dfxtp_1 7.4%, GPL Wtd Cong=0.8341, critical path type=input pin to register, f_max=0.2514 GHz, Tmin final=3.978 ns, crit path DRT=7.71 ns, Final Hold Viols=0, PwrDens=139.1 mW/mm², total negative setup slack=0 ns, MUX share of area=0.8718%, Top Layer Used=met4, drt wl/cell=14.39 µm, tool warnings=28, Fillers=781, site row count=35, number of global-route vias before repair=3145, top comb family, area=simple AND/OR/NAND/NOR gates, Mean Syn Cell Area=10.29 µm², critical-path cell list=clkdlybuf4s50_1, inv_1, ha_1, nor2b_1, nand2_1, or3_1, nor3_1, o2111ai_1, a2111oi_0, a21boi_0, buf_4, adder share=10.05%, wire length on met2=3766 µm, CP max stage delay=0.47 ns, CP max FO=9, antenna diode count=0, RSZ-0062 raised after global routing=no, Max-area cell share=35.69%, share of cells above drive strength 1=9.198%, Initial Utilization=52.31%, Worst setup SP type=input pin, Simple Share, Synth=18.95%, met1 wire length=4978 µm, post-layout util=59.03%, Final ANT Viol Nets=0, Core Footprint=0.009328 mm², worst hold slack=0.4649 ns, Chip Height=100.8 µm, first-pass GRT wire length=15150 µm, Max-cap violations=0, area delta synth->final=12.85%, Worst Setup End Kind=register, io pins=31, area leader, netlist=edfxtp_1, aoi share=17.05%, drc violations=0, cell leakage power=2.085 nW, First-pass DRT Iterations=4, H-tree Lvls=3, # port buffers=30, Synth warnings=1, Synth Flop Type=edfxtp_1, clock slew at reported path FFs=0.09 ns, post-CTS sizing=0, Max VDD drop=0.06575 mV, number of buffers created by CTS=9, reg-to-reg slack, setup=3.99 ns, CTS sink count=76, setup ws final=3.622 ns, worst hold path class=register to register, total congestion overflow=0, Synthesized registers=76, Max Root-Sink Buffers=2, crit path DAT=4.09 ns, Pins Over Slew Limit=0, pre-CTS setup slack=3.187 ns, most frequent cells in the layout=58 x edfxtp_1, 56 x nor2_1, 35 x ha_1, CTS tree=built, DR WL met3=362 µm, Die X=100.8 µm, Async S/R FF share, synth=0%, WL final=9210 µm, register share after synthesis=43.08%, yosys cell count=474, via count=3533, CTS Hold Bufs=0, XOR Share, Synth=6.821%, part of the cycle the worst path needs=52.34%, Max-slew headroom=50.68%, final setup vio count=0, yosys stat chip area=0.004880 mm², clock latency (worst-skew pair)=0.36 ns, distinct lib cells=66, DR vias/cell=5.520, die area=0.01016 mm²
==> flip-flops by register name (all words and copies together), names as in the netlist <==
signal / count
tmpS: 16
tmpN: 16
tmp: 16
counter: 2
Ready: 1
sum: 16
i: 9
==> synth_stat cells, types with 4 or more instances <==
library cell  count
edfxtp_1         58
nor2_1           56
ha_1             36
xnor2_1          26
inv_1            25
nand2_1          22
a21oi_1          20
dfxtp_1          18
nor3_1           15
o21ai_0          14
xor2_1           12
clkbuf_1         10
nand3_1          10
a211oi_1          8
a21o_1            8
nor2b_1           8
a31oi_1           7
and2_1            6
nand2b_1          6
nor3b_1           6
o2111ai_1         6
or2_2             6
and3_1            5
nand4_1           5
o21a_1            5
o211ai_1          4
o31ai_1           4
==> power breakdown <==
group	internal, W	switching (W)	total, W
Combinational	0.0000120	0.0000118	0.0000238
Clock	0.000128	0.000173	0.000300
Sequential	0.000442	0	0.000442
Total	0.000582	0.000184	0.000766
==> final cells by class <==
cell class	instances	area (µm²)	area share, %
well taps	129	161.4	2.931
flip-flops and latches	76	2102	38.17
repair buffers	34	330.3	5.999
clock inverters	7	66.31	1.204
multi-input cells	359	2625	47.67
clock buffers	9	123.9	2.249
inverters	26	97.59	1.772
==> kinds of logic (layout without fill, tap and decap cells) <==
group,after synthesis,count (layout)
DFF,76,76
adders and majority gates,38,38
muxes,4,4
AOI/OAI and AO/OA,111,111
and+or+nand+nor,168,168
xor gates and xnor gates,38,38
buffers and inverters,39,76
==> metal layers <==
metal | vias to the layer above | GRT usage (%)
met1 | 1619 | 34.28
met4 | 0 | 1.784
met3 | 9 | 3.173
li1 | 1837 | -
met2 | 68 | 28.29
met5 | - | 0
==> critical path: cells and delay by family <==
family,cells,cell delay [ns]
simple gates,4,0.91
compound gates,3,0.75
buf+inv,3,0.73
fa+ha+maj,1,0.17
==> worst paths after layout <==
kind | start | to | cells past startpoint
worst max-delay path | number[0] | i[6]$_SDFFCE_PN0P_ | 11
worst min-delay path | tmpS[11]$_SDFFCE_PN0P_ | sum[11]$_DFFE_PP_ | 0
worst max register to register | tmpN[0]$_SDFFCE_PN0P_ | tmpN[15]$_SDFFCE_PN0P_ | 10
worst min register to register | tmpS[11]$_SDFFCE_PN0P_ | sum[11]$_DFFE_PP_ | 0
==> stage by stage <==
stage                     instance area (µm²)  instances  total power [W]
after global placement                   5316        624        0.0004751
after CTS                                5507        640        0.0007754
after global routing                     5507        640        0.0007940
after detailed placement                 5316        624        0.0004752
final                                    5507        640        0.0007659
after floorplan                          4880        474        0.0004637
Power is estimated from default activity; no workload was simulated.
