$ cat ./design.v
module Fibo(
	input CLK,
	input reset, 
	input [11:0] operand,
	input [15:0] number,
	output reg wren,
	output reg ready,
	output reg [11:0] address,
	output reg [15:0] result,
	output reg [11:0] bsf
);
reg[15:0] num1, num2;
reg[11:0] counter;
reg[1:0] stage;
initial
begin 
		num1 = 16'b0;
		num2 = 16'b1;
		counter = 12'b0;
		ready = 0;
		result = 16'b1;
		wren = 1;
		bsf = 12'b0;
		stage = 0;
		address = 0;
end
always@(posedge CLK)
begin 
	if(reset)
	begin
		num1 <= 16'b0;
		num2 <= 16'b1;
		counter <= 12'b0;
		ready <= 0;
		wren <= 0;
		address <= 0;
		stage <= 0;
	end
	else
	begin
		if(operand <= bsf)
		begin 
			if((bsf == 0) & (operand == 0))
			begin 
				wren <= 1;
				address <= 0;
				stage <= 3;
				result <= 1;
				counter <= 0;
				ready <= 1;
			end
			else
			begin 
				wren <= 0;
				address <= operand;
				stage <= 3;
				counter <= operand;
				result <= number;
				ready <= (operand == address) ? 1 : 0;
			end
		end
		else
		begin
			if (bsf < 1)
			begin
				if (counter == operand)
				begin
					wren <= ready ? 0 : 1 ;
					stage <= 3;
					ready <= (operand == address) ? 1 : 0;
					bsf <= counter;
					address <= counter;
					result <= num2;
				end
				else
				begin 
					wren <= 1;
					address <= counter;
					counter <= counter + 1;
					num2 <= num1 + num2;
					num1 <= num2;
					result <= num1 + num2;  
					ready <=  0;
				end	
			end
			else 
			begin
					if (stage == 0)
					begin
						wren <= 0;
						address <= bsf - 1;
						stage <= 1;
					end 
					else if(stage == 1)
					begin 
						wren <= 0;
						address <= bsf;
						stage <= 2;
						counter <= bsf;
					end
					else if(stage == 2)
					begin 
						wren <= 0;
						num1 <= number;
						stage <= 3;
					end
					else
					begin
						if(counter == operand)
						begin
							wren <= ready ? 0 : 1 ;
							address <= operand;
							result <= num2;
							ready <= (operand == address) ? 1 : 0;
							stage <= 3;
							bsf <= counter ;
						end 
						else
						begin
						   wren <= 1;
							result <= (counter == bsf) ? number + num1 : num1 + num2;
							num1 <= (counter == bsf) ? number : num2;
							num2 <= num1 + num2;
							address <= counter + 1;
							counter <= counter + 1;
							ready <= 0;
						end
					end
			end	
		end
	end
end
endmodule 
$ cat ./constraint.sdc
current_design Fibo

set clk_period 10.5
set clk_io_pct 0.2

create_clock -name clk0 -period $clk_period [get_ports {CLK}]

set non_clock_inputs [all_inputs -no_clocks]
set_input_delay [expr $clk_period * $clk_io_pct] -clock clk0 $non_clock_inputs
set_output_delay [expr $clk_period * $clk_io_pct] -clock clk0 [all_outputs]
$ cat ./config.mk
export PLATFORM = sky130hd
export DESIGN_NAME = Fibo
export DESIGN_NICKNAME = Fibo
export VERILOG_FILES = /design/flow/design.v
export SDC_FILE = /design/flow/constraint.sdc
export NUM_CORES = 4
export LEC_CHECK = 1
export CORE_UTILIZATION = 50
$ cat ./run.sh
#!/bin/bash
# OpenROAD 26Q1-2900-gdf79404cd8, Yosys 0.63+post, stock flow scripts
make -C /OpenROAD-flow-scripts/flow DESIGN_CONFIG=/design/flow/config.mk WORK_HOME=/design/flow/orfs finish
==> Slide: Implementation Results <==
Key Metrics from the Run

Final timing
  • Setup TNS after final layout: 0 ps
  • Slew headroom: 46.1%
  • Slew Viols, Final: 0
  • Worst Tran Pin Value: 807 ps
  • Fmax: 181 MHz
  • Unrepaired setup endpoints after global routing: no
  • Setup violators final: 0
  • Final Hold Viols: 0
  • Period utilisation layout: 52.6%
  • WHS: 498 ps
  • Crit path time final: 5520 ps
  • Worst Clk Skew: 12.7 ps

Pwr
  • Worst IR Drop VDD: 0.0000749 V
  • Static leakage: 3.08 nW
  • Power per cell area: 115 mW/mm^2

CTS
  • CTS buffer count: 9
  • Clock sinks: 88
  • CTS max path bufs: 2
  • CTS tree: yes
  • Post-CTS Resized: 0
  • CTS clk-pin slew, worst paths: 60 ps
  • H-tree Lvls: 3
  • # hold bufs at CTS: 0
  • Latency at later pin: 350 ps
  • Setup Fix Bufs, Post-CTS: 0
  • Clock tree root buffer cell: clkbuf_16

Critical path
  • Worst R2R Start: bsf[5]
  • Stages on the worst setup path: 10
  • WP buf/inv: 2
  • CP startpoint kind: input pin
  • WS Path Type: in2reg
  • Crit path DRT: 10780 ps
  • Crit path max fanout: 41
  • Nature of the critical path endpoint: flop
  • Worst setup startpoint: operand[10]
  • Peak per-stage delay on the critical path: 690 ps
  • WP data arrival: 5800 ps
  • Reg2Reg Setup Slack: 6680 ps
  • Depth of the most critical reg-to-reg path: 10
  • Most frequent CP cell: o21a_1
  • CP max stage cell: nand3_1
  • Crit-path leading delay family: simple AND/OR/NAND/NOR gates
  • Critical-path cell list: clkdlybuf4s50_1 -> ha_1 -> nand4_1 -> nor3_1 -> o21a_1 -> o21a_1 -> buf_4 -> nand3_1 -> or4_1 -> a21oi_1

Logic synthesis
  • Synthesized area per cell: slightly above 8 um^2
  • Dominant flop cell: dfxtp_1
  • Ys cells: 867
  • Yosys top cell by area: dfxtp_1
  • Yosys warning tally: 1
  • Synth async-reset ratio: 0%
  • EDFF count, synth: 28
  • Yosys stat chip area: 0.00705 mm^2
  • Synth flops: 88
  • Area leader share: ~17%
  • Unique cell types: 71
  • Largest cells by area: dfxtp_1, edfxtp_1, ha_1, xnor2_1, nor2_1
  • Syn Inst Count: 867
  • Synth Seq Share: between 20% and 30%
  • Cell area after synthesis: 0.00705 mm^2

Finish
  • Top Layout Cells: nor2_1, nand2_1, clkdlybuf4s50_1
  • Area Growth Syn to Fin: 15.2%
  • Most used logic cell in the final layout: nor2_1
  • Final Instance Count excl. Fillers: approximately 1100
  • Final core utilization: 58.7%
  • Fraction of layout cells with a size suffix above 1: 5.19%

Global route
  • GRT Overall Usage: 32.8%
  • First-pass GRT wire length: ~35000 um
  • Largest net degree at the start of global routing: 62
  • Gr ovfl total: 0
  • Vias in the first global route: 6284
  • Antenna violations before repair: 0

Run
  • MaxCap Viol Count: 0
  • Tool warnings: 27

Drt
  • Via count: 6847
  • WL final: 22400 um
  • Vias per cell: roughly 6.3
  • Met1 WL: just over 10000 um
  • DRT iter0 DRCs: 519
  • Met2 WL: 9220 um
  • Residual DRC: 0
  • Ant. Diodes: 0
  • Post-route ant nets: 0
  • Met3 routed WL: roughly 2600 um
  • 1st-pass router iterations: 5
  • Top layer in use: met4
  • WL/cell: 20.7 um

Min path
  • Hold Path Origin: num2[6]
  • HP Class: reg2reg
  • Hold path depth: 2

Outcome
  • Status: finished clean

Floorplan
  • Ports: 72
  • Die ar.: 0.0146 mm^2
  • Chip height: 121 um
  • Die Wd: 121 um
  • Core Area: ~0.014 mm^2
  • Starting Density: about 50%
  • Row cnt: around 43

Placement
  • Final HPWL DP: 15400 um
  • IO Port Bufs: around 71
  • Placed insts: 1069
  • Gpl congestion: between 1 and 1.5
[registers in the layout, indices dropped and copies added (netlist names)]
signal,cells
counter,12
wren,1
ready,1
stage,2
num2,16
bsf,12
result,16
address,12
num1,16
[worst min-delay path, cell delays in order (launching register included)]
cell     delay (ps)
dfxtp_1         340
nand2_1          60
a21oi_1          50
[per-stage QoR]
step,instance area [um^2],setup WS [ps],power [W]
2_1_floorplan,7050,5390,0.000537
3_3_place_gp,7830,4810,0.000610
3_5_place_dp,7830,4690,0.000610
4_1_cts,8120,5040,0.000940
5_1_grt,8120,4760,0.000979
6_report,8120,4980,0.000937
[cell type report]
| cell class | instances | area, um^2 |
|---|---|---|
| multi-input cells | 695 | 4670 |
| fillers | 1196 | 5710 |
| flip-flops and latches | 88 | 2040 |
| inverters | 21 | 78.8 |
| repair buffers | 85 | 811 |
| well taps | 180 | 225 |
| clock inverters | 3 | 42.5 |
| clock buffers | 13 | 250 |
[report_power, final]
part | total (W) | switching [W] | internal (W)
Sequential | 0.000399 | 0.0000276 | 0.000371
Clock | 0.000329 | 0.000138 | 0.000191
Combinational | 0.000209 | 0.000114 | 0.0000951
[synthesized netlist by cell type, drive strengths merged, types with 28 or more instances]
cell type / n
a21oi: 63
buf: 33
ha: 45
o21ai: 43
dfxtp: 60
nand2: 82
clkbuf: 30
nor2: 89
a211oi: 41
nor3: 34
mux2i: 29
xnor2: 61
edfxtp: 28
[kinds of logic after synthesis]
family	synth area share (%)
buffers and inverters	5.20
adder cells (fa/ha/maj)	8.55
flip-flops	29.0
AND-OR/OR-AND	23.2
multiplexers	4.28
XOR/XNOR	9.32
AND/OR/NAND/NOR	20.5
[per-layer routing]
metal	GRT usage [%]	vias up
li1	-	3261
met1	52.2	3175
met2	45.4	381
met3	9.59	30
met4	5.79	0
met5	0	-
[path summary, 6_finish.rpt]
| path | endpoint |
|---|---|
| worst max-delay path | num2[15] |
| worst min register to register | num2[6] |
| worst min-delay path | num2[6] |
| worst max register to register | num2[15] |
Power figures rest on the tool's default switching activity, not on a simulated workload.
